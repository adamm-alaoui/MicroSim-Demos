==> design.v <==
module CharROM (
    input             cs,
    input      [7:0]  char,
    input      [1:0]  column,
    output reg [15:0] led_out
);
    reg [9:0] font_rom_data [0:127][0:3];
    assign font_rom_data["A"][0] = 10'b1111111110;
    assign font_rom_data["A"][1] = 10'b0000010001;
    assign font_rom_data["A"][2] = 10'b0000010001;
    assign font_rom_data["A"][3] = 10'b1111111110;
    assign font_rom_data["B"][0] = 10'b1111111111;
    assign font_rom_data["B"][1] = 10'b1000001001;
    assign font_rom_data["B"][2] = 10'b1000001001;
    assign font_rom_data["B"][3] = 10'b0111110110;
    assign font_rom_data["C"][0] = 10'b0111111110;
    assign font_rom_data["C"][1] = 10'b1000000001;
    assign font_rom_data["C"][2] = 10'b1000000001;
    assign font_rom_data["C"][3] = 10'b1000000001;
    assign font_rom_data["D"][0] = 10'b1111111111;
    assign font_rom_data["D"][1] = 10'b1000000001;
    assign font_rom_data["D"][2] = 10'b1000000001;
    assign font_rom_data["D"][3] = 10'b0111111110;
    assign font_rom_data["E"][0] = 10'b1111111111;
    assign font_rom_data["E"][1] = 10'b1000100001;
    assign font_rom_data["E"][2] = 10'b1000100001;
    assign font_rom_data["E"][3] = 10'b1000000001;
    assign font_rom_data["F"][0] = 10'b1111111111;
    assign font_rom_data["F"][1] = 10'b0000100001;
    assign font_rom_data["F"][2] = 10'b0000100001;
    assign font_rom_data["F"][3] = 10'b0000000001;
    assign font_rom_data["G"][0] = 10'b0111111110;
    assign font_rom_data["G"][1] = 10'b1000000001;
    assign font_rom_data["G"][2] = 10'b1000100001;
    assign font_rom_data["G"][3] = 10'b1111100001;
    assign font_rom_data["H"][0] = 10'b1111111111;
    assign font_rom_data["H"][1] = 10'b0000100000;
    assign font_rom_data["H"][2] = 10'b0000100000;
    assign font_rom_data["H"][3] = 10'b1111111111;
    assign font_rom_data["I"][0] = 10'b1000000001;
    assign font_rom_data["I"][1] = 10'b1111111111;
    assign font_rom_data["I"][2] = 10'b1111111111;
    assign font_rom_data["I"][3] = 10'b1000000001;
    assign font_rom_data["J"][0] = 10'b0110000001;
    assign font_rom_data["J"][1] = 10'b1000000001;
    assign font_rom_data["J"][2] = 10'b1111111111;
    assign font_rom_data["J"][3] = 10'b0000000001;
    assign font_rom_data["K"][0] = 10'b1111111111;
    assign font_rom_data["K"][1] = 10'b0000100000;
    assign font_rom_data["K"][2] = 10'b0001010000;
    assign font_rom_data["K"][3] = 10'b1110001111;
    assign font_rom_data["L"][0] = 10'b1111111111;
    assign font_rom_data["L"][1] = 10'b1000000000;
    assign font_rom_data["L"][2] = 10'b1000000000;
    assign font_rom_data["L"][3] = 10'b1000000000;
    assign font_rom_data["M"][0] = 10'b1111111111;
    assign font_rom_data["M"][1] = 10'b0000001110;
    assign font_rom_data["M"][2] = 10'b0000001110;
    assign font_rom_data["M"][3] = 10'b1111111111;
    assign font_rom_data["N"][0] = 10'b1111111111;
    assign font_rom_data["N"][1] = 10'b0000000110;
    assign font_rom_data["N"][2] = 10'b0000011000;
    assign font_rom_data["N"][3] = 10'b1111111111;
    assign font_rom_data["O"][0] = 10'b0111111110;
    assign font_rom_data["O"][1] = 10'b1000000001;
    assign font_rom_data["O"][2] = 10'b1000000001;
    assign font_rom_data["O"][3] = 10'b0111111110;
    assign font_rom_data["P"][0] = 10'b1111111111;
    assign font_rom_data["P"][1] = 10'b0000100001;
    assign font_rom_data["P"][2] = 10'b0000100001;
    assign font_rom_data["P"][3] = 10'b0000011110;
    assign font_rom_data["Q"][0] = 10'b0111111110;
    assign font_rom_data["Q"][1] = 10'b1000000001;
    assign font_rom_data["Q"][2] = 10'b1001000001;
    assign font_rom_data["Q"][3] = 10'b0110111110;
    assign font_rom_data["R"][0] = 10'b1111111111;
    assign font_rom_data["R"][1] = 10'b0000100001;
    assign font_rom_data["R"][2] = 10'b0001100001;
    assign font_rom_data["R"][3] = 10'b1110011110;
    assign font_rom_data["S"][0] = 10'b0110011110;
    assign font_rom_data["S"][1] = 10'b1000100001;
    assign font_rom_data["S"][2] = 10'b1000100001;
    assign font_rom_data["S"][3] = 10'b1111100110;
    assign font_rom_data["T"][0] = 10'b0000000001;
    assign font_rom_data["T"][1] = 10'b1111111111;
    assign font_rom_data["T"][2] = 10'b1111111111;
    assign font_rom_data["T"][3] = 10'b0000000001;
    assign font_rom_data["U"][0] = 10'b0111111111;
    assign font_rom_data["U"][1] = 10'b1000000000;
    assign font_rom_data["U"][2] = 10'b1000000000;
    assign font_rom_data["U"][3] = 10'b0111111111;
    assign font_rom_data["V"][0] = 10'b0011111111;
    assign font_rom_data["V"][1] = 10'b1100000000;
    assign font_rom_data["V"][2] = 10'b1100000000;
    assign font_rom_data["V"][3] = 10'b0011111111;
    assign font_rom_data["W"][0] = 10'b1111111111;
    assign font_rom_data["W"][1] = 10'b0110000000;
    assign font_rom_data["W"][2] = 10'b0110000000;
    assign font_rom_data["W"][3] = 10'b1111111111;
    assign font_rom_data["X"][0] = 10'b1110011111;
    assign font_rom_data["X"][1] = 10'b0001100000;
    assign font_rom_data["X"][2] = 10'b0001100000;
    assign font_rom_data["X"][3] = 10'b1110011111;
    assign font_rom_data["Y"][0] = 10'b0000011111;
    assign font_rom_data["Y"][1] = 10'b1111100000;
    assign font_rom_data["Y"][2] = 10'b1111100000;
    assign font_rom_data["Y"][3] = 10'b0000011111;
    assign font_rom_data["Z"][0] = 10'b1110000001;
    assign font_rom_data["Z"][1] = 10'b1001100001;
    assign font_rom_data["Z"][2] = 10'b1000011001;
    assign font_rom_data["Z"][3] = 10'b1000000111;
    assign font_rom_data["0"][0] = 10'b0111111110;
    assign font_rom_data["0"][1] = 10'b1000011101;
    assign font_rom_data["0"][2] = 10'b1011100001;
    assign font_rom_data["0"][3] = 10'b0111111110;
    assign font_rom_data["1"][0] = 10'b0000000000;
    assign font_rom_data["1"][1] = 10'b1000000001;
    assign font_rom_data["1"][2] = 10'b1111111111;
    assign font_rom_data["1"][3] = 10'b0000000000;
    assign font_rom_data["2"][0] = 10'b1110000001;
    assign font_rom_data["2"][1] = 10'b1001000001;
    assign font_rom_data["2"][2] = 10'b1000100001;
    assign font_rom_data["2"][3] = 10'b1000011111;
    assign font_rom_data["3"][0] = 10'b1000000001;
    assign font_rom_data["3"][1] = 10'b1000100001;
    assign font_rom_data["3"][2] = 10'b1000100001;
    assign font_rom_data["3"][3] = 10'b0111011110;
    assign font_rom_data["4"][0] = 10'b0000111110;
    assign font_rom_data["4"][1] = 10'b0000100000;
    assign font_rom_data["4"][2] = 10'b1111111111;
    assign font_rom_data["4"][3] = 10'b0000000000;
    assign font_rom_data["5"][0] = 10'b1000011111;
    assign font_rom_data["5"][1] = 10'b1000100001;
    assign font_rom_data["5"][2] = 10'b1000100001;
    assign font_rom_data["5"][3] = 10'b0111100001;
    assign font_rom_data["6"][0] = 10'b0111111110;
    assign font_rom_data["6"][1] = 10'b1000100001;
    assign font_rom_data["6"][2] = 10'b1000100001;
    assign font_rom_data["6"][3] = 10'b0111100001;
    assign font_rom_data["7"][0] = 10'b1000000001;
    assign font_rom_data["7"][1] = 10'b1000000111;
    assign font_rom_data["7"][2] = 10'b1000011000;
    assign font_rom_data["7"][3] = 10'b1000110000;
    assign font_rom_data["8"][0] = 10'b0111011110;
    assign font_rom_data["8"][1] = 10'b1000100001;
    assign font_rom_data["8"][2] = 10'b1000100001;
    assign font_rom_data["8"][3] = 10'b0111011110;
    assign font_rom_data["9"][0] = 10'b1000011110;
    assign font_rom_data["9"][1] = 10'b1000100001;
    assign font_rom_data["9"][2] = 10'b1000100001;
    assign font_rom_data["9"][3] = 10'b0111111110;
    assign font_rom_data[" "][0] = 10'b0000000000;
    assign font_rom_data[" "][1] = 10'b0000000000;
    assign font_rom_data[" "][2] = 10'b0000000000;
    assign font_rom_data[" "][3] = 10'b0000000000;
    assign font_rom_data[":"][0] = 10'b0000000000;
    assign font_rom_data[":"][1] = 10'b0011001100;
    assign font_rom_data[":"][2] = 10'b0011001100;
    assign font_rom_data[":"][3] = 10'b0000000000;
    assign font_rom_data[";"][0] = 10'b0000000000;
    assign font_rom_data[";"][1] = 10'b0000110110;
    assign font_rom_data[";"][2] = 10'b0000110010;
    assign font_rom_data[";"][3] = 10'b0000000000;
    assign font_rom_data[","][0] = 10'b1000000000;
    assign font_rom_data[","][1] = 10'b0011000000;
    assign font_rom_data[","][2] = 10'b0000000000;
    assign font_rom_data[","][3] = 10'b0000000000;
    assign font_rom_data["."][0] = 10'b1100000000;
    assign font_rom_data["."][1] = 10'b1100000000;
    assign font_rom_data["."][2] = 10'b0000000000;
    assign font_rom_data["."][3] = 10'b0000000000;
    assign font_rom_data["("][0] = 10'b0000000000;
    assign font_rom_data["("][1] = 10'b0111111110;
    assign font_rom_data["("][2] = 10'b1000000001;
    assign font_rom_data["("][3] = 10'b0000000000;
    assign font_rom_data[")"][0] = 10'b0000000000;
    assign font_rom_data[")"][1] = 10'b1000000001;
    assign font_rom_data[")"][2] = 10'b0111111110;
    assign font_rom_data[")"][3] = 10'b0000000000;
    assign font_rom_data["/"][0] = 10'b0000000001;
    assign font_rom_data["/"][1] = 10'b0000011100;
    assign font_rom_data["/"][2] = 10'b0111100000;
    assign font_rom_data["/"][3] = 10'b1000000000;
    assign font_rom_data["&"][0] = 10'b0111011110;
    assign font_rom_data["&"][1] = 10'b1000101001;
    assign font_rom_data["&"][2] = 10'b1001010001;
    assign font_rom_data["&"][3] = 10'b0110101110;
    assign font_rom_data["%"][0] = 10'b1000000011;
    assign font_rom_data["%"][1] = 10'b0110001100;
    assign font_rom_data["%"][2] = 10'b0001110000;
    assign font_rom_data["%"][3] = 10'b1100000010;
    assign font_rom_data["'"][0] = 10'b0000000000;
    assign font_rom_data["'"][1] = 10'b0000000111;
    assign font_rom_data["'"][2] = 10'b0000000000;
    assign font_rom_data["'"][3] = 10'b0000000000;
    assign font_rom_data["?"][0] = 10'b0000000010;
    assign font_rom_data["?"][1] = 10'b0000000001;
    assign font_rom_data["?"][2] = 10'b1011110001;
    assign font_rom_data["?"][3] = 10'b0000000110;
    assign font_rom_data["["][0] = 10'b0000000000;
    assign font_rom_data["["][1] = 10'b1111111111;
    assign font_rom_data["["][2] = 10'b1000000001;
    assign font_rom_data["["][3] = 10'b0000000000;
    assign font_rom_data["]"][0] = 10'b0000000000;
    assign font_rom_data["]"][1] = 10'b1000000001;
    assign font_rom_data["]"][2] = 10'b1111111111;
    assign font_rom_data["]"][3] = 10'b0000000000;
    assign font_rom_data["{"][0] = 10'b0000000000;
    assign font_rom_data["{"][1] = 10'b0001111110;
    assign font_rom_data["{"][2] = 10'b0110000001;
    assign font_rom_data["{"][3] = 10'b0000000000;
    assign font_rom_data["}"][0] = 10'b0000000000;
    assign font_rom_data["}"][1] = 10'b0110000001;
    assign font_rom_data["}"][2] = 10'b0001111110;
    assign font_rom_data["}"][3] = 10'b0000000000;
    assign font_rom_data["+"][0] = 10'b000000000;
    assign font_rom_data["+"][1] = 10'b0000100000;
    assign font_rom_data["+"][2] = 10'b0011111000;
    assign font_rom_data["+"][3] = 10'b0000100000;
    assign font_rom_data["-"][0] = 10'b0000000000;
    assign font_rom_data["-"][1] = 10'b0000100000;
    assign font_rom_data["-"][2] = 10'b0000100000;
    assign font_rom_data["-"][3] = 10'b0000100000;
    assign font_rom_data["*"][0] = 10'b0000100000;
    assign font_rom_data["*"][1] = 10'b0010101010;
    assign font_rom_data["*"][2] = 10'b0001111100;
    assign font_rom_data["*"][3] = 10'b0010101010;
    assign font_rom_data["!"][0] = 10'b0000000000;
    assign font_rom_data["!"][1] = 10'b1101111111;
    assign font_rom_data["!"][2] = 10'b0000000000;
    assign font_rom_data["!"][3] = 10'b0000000000;
    assign led_out = cs ? {6'b0, font_rom_data[char][column]} : 16'b0;
endmodule
==> run.sh <==
#!/bin/bash
# OpenROAD 26Q1-2900-gdf79404cd8, Yosys 0.63+post, stock flow scripts
make -C /OpenROAD-flow-scripts/flow DESIGN_CONFIG=/design/flow/config.mk WORK_HOME=/design/flow/orfs finish
==> config.mk <==
export PLATFORM = sky130hd
export DESIGN_NAME = CharROM
export DESIGN_NICKNAME = CharROM
export VERILOG_FILES = /design/flow/design.v
export SDC_FILE = /design/flow/constraint.sdc
export NUM_CORES = 4
export LEC_CHECK = 1
export CORE_UTILIZATION = 30
==> constraint.sdc <==
current_design CharROM

set clk_period 4.6
set clk_io_pct 0.2

create_clock -name clk0 -period $clk_period

set non_clock_inputs [all_inputs -no_clocks]
set_input_delay [expr $clk_period * $clk_io_pct] -clock clk0 $non_clock_inputs
set_output_delay [expr $clk_period * $clk_io_pct] -clock clk0 [all_outputs]
==> flow_metrics.py <==
# Metrics from the implementation run
metrics = {
    "status": {
        "outcome": "finished, final reports clean",
    },
    "job": {
        "cap_violations": 0,
        "warning_count": 33,
    },
    "setup_path": {
        "start_kind": "input pin",
        "cp-end-kind": "output pin",
        "arrival_ps": 3580,
        "path_max_fanout": 10,
        "crit_required_ps": 3680,
        "critPathKind": "input pin to output pin",
    },
    "yosys": {
        "synthTopCellsByArea": "nand2_1, nand4_1, nand3_1, buf_4, buf_2",
        "yosysTopAreaCellShare": 0.05596,
        "synth_warnings": 3107,
        "synth_cells": 458,
        "ys_types": 79,
        "synthesis.area_mm2": 0.002952,
        "syn_area_per_cell_um2": 6.445,
        "yosys_area_mm2": 0.002952,
        "yosys_cells": 458,
        "synth-seq-area-share": 0,
        "synth_top_cell_by_area": "nand2_1",
    },
    "grt": {
        "track_usage": 0.3673,
        "antenna_found_initial": 0,
        "grt_max_degree": 22,
        "overflow": 0,
        "grt_pass1_wl_um": 27300,
        "grt_pass1_vias": 4586,
    },
    "finish": {
        "nFillCells": 924,
        "stdcell_count": 765,
        "logic_area_mm2": 0.002840,
        "area_delta_synth_final_pct": 67.27,
        "clockBufferCount": 0,
        "final_common_cell": "buf_4",
        "drive_above_1_share": 0.4560,
        "mostFrequentLayoutCells": "buf_4, nand2_1, nand3_1, nor2_1, nand4_1",
        "nFlopsAndLatches": 0,
        "seq_area_um2": 0,
    },
    "final_timing": {
        "drv_slew": 0,
        "finalSetupTns_ps": 0,
        "rsz0062_at_grt": "no",
        "fmax_ghz": 0.2220,
        "finalSetupViolations": 0,
        "hold_violations": 0,
        "fin_crit_ps": 4504,
        "slew_headroom": 0.5534,
        "timing.final.crit_share": 0.9792,
        "worst_slew_pin_slew_ps": 662.9,
    },
    "drt": {
        "first_iter_violations": 439,
        "ant_nets": 0,
        "wire_per_inst_um": 23.52,
        "diodes": 0,
        "drt-total-wl_um": 17990,
        "dr.pass1.iters": 5,
        "viasPerCell": 6.157,
        "via_count": 4710,
        "drc": 0,
    },
    "placement": {
        "routabilityCongestion": 1.050,
        "port_buffers": 20,
        "detailed_place_hpwl_um": 14460,
        "dp_cells": 752,
    },
    "power_and_ir_drop": {
        "p_comb_frac": 1.000,
        "p_leak_nw": 2.067,
        "p_sw_mw": 0.2184,
        "p_int_mw": 0.2026,
        "p_sw_frac": 0.5188,
        "seq_power_share": 0,
        "power_density_mw_per_mm2": 85.29,
        "ir_drop_v": 0.00004511,
        "p_clk_frac": 0,
    },
    "floorplanning": {
        "die_x_um": 101.2,
        "rows": 35,
        "chipArea_mm2": 0.01024,
        "core_region_area_mm2": 0.009371,
        "fp.dieH_um": 101.2,
        "fp-utilization": 0.3150,
        "pin_count": 27,
    },
    "hold_path": {
        "min_path_type": "input pin to output pin",
    },
    "clock_network": {
        "holdBufCountCts": 0,
    },
}
-- power by group through the flow --
| stage | clock network (mW) | logic (mW) | registers (mW) |
|---|---|---|---|
| after global routing | 0 | 0.443 | 0 |
| final | 0 | 0.421 | 0 |
| after CTS | 0 | 0.397 | 0 |
-- area by class of cell --
type,count,share of cell area
timing repair buffer,237,0.3860
tap,129,0.03269
multi-input combinational,392,0.5753
inverter,7,0.006082
-- final timing paths --
check | from | end | slack [ps] | cells after the start
worst max-delay path | char[0] | led_out[9] | 100 | 12
worst min-delay path | column[0] | led_out[1] | 2600 | 7
-- metrics by stage --
stage | util | instance area, um2 | hold WS (ps) | power (mW) | worst slack, ps
after global placement | 0.4796 | 4494 | 2885 | 0.3730 | -600.3
after floorplan | - | 2970 | 1944 | 0.1792 | 984.7
after detailed placement | 0.4796 | 4494 | 2901 | 0.3722 | -593.0
final | 0.5268 | 4937 | 2600 | 0.4211 | 95.50
after CTS | 0.5072 | 4753 | 2750 | 0.3973 | 9.523
after global routing | 0.5268 | 4937 | 2655 | 0.4428 | 2.777
-- cells by family after synthesis --
logic type,count (synthesis),synth area share
other,1,0.001271
and+or+nand+nor,236,0.4761
AOI/OAI and AO/OA,135,0.3298
buffers and inverters,71,0.1450
xor gates and xnor gates,8,0.02374
muxes,7,0.02416
-- layer usage --
| metal | wire length (um) | track usage | vias to the layer above |
|---|---|---|---|
| met5 | 0 | 0 | - |
| met4 | 898 | 0.1661 | 0 |
| met3 | 1740 | 0.06933 | 51 |
| met2 | 7659 | 0.5500 | 277 |
| met1 | 7696 | 0.5131 | 2222 |
| li1 | - | - | 2160 |
-- timing repair --
action                                  CTS  global route
pin swaps                                12            18
setup buffers                             5             5
hold endpoints to repair                  0             0
endpoints found under the setup margin   10            10
gates cloned                              3             0
resized                                  64            52
-- synthesized netlist by cell type (all sizes together) (9+ instances only) --
master / instances
nor3: 19
nor2: 27
a21oi: 16
nand3: 28
nand4: 21
o21ai: 18
a31oi: 10
nor4: 9
nand2b: 9
a32oi: 9
o211ai: 13
clkbuf: 12
nor2b: 15
nand2: 45
buf: 52
o22ai: 15
-- worst max-delay path: stages --
cell and delay, ps:
clkbuf_4 200, buf_12 160, buf_4 170, nor2b_1 150, nand3_1 80, a31oi_1 120, or4_4 570, nor4b_4 270
buf_4 180, nand3_4 130, o21ai_1 160, clkdlybuf4s50_1 480
Power and IR drop assume default switching activity.
