--- design/flow/run.sh ---
#!/bin/bash
# OpenROAD 26Q1-2900-gdf79404cd8, Yosys 0.63+post, stock flow scripts
make -C /OpenROAD-flow-scripts/flow DESIGN_CONFIG=/design/flow/config.mk WORK_HOME=/design/flow/orfs finish
--- design/flow/config.mk ---
export PLATFORM = sky130hd
export DESIGN_NAME = ram
export DESIGN_NICKNAME = ram
export VERILOG_FILES = /design/flow/design.v
export SDC_FILE = /design/flow/constraint.sdc
export NUM_CORES = 4
export LEC_CHECK = 1
export CORE_UTILIZATION = 30
--- design/flow/constraint.sdc ---
current_design ram

set clk_period 2.3
set clk_io_pct 0.2

create_clock -name clk0 -period $clk_period [get_ports {clk}]

set non_clock_inputs [all_inputs -no_clocks]
set_input_delay [expr $clk_period * $clk_io_pct] -clock clk0 $non_clock_inputs
set_output_delay [expr $clk_period * $clk_io_pct] -clock clk0 [all_outputs]
--- design/flow/design.v ---
module ram (
    input      [3:0] a,     
    input            clk,         
    input      [7:0] d,     
    input            write_enable,
    output reg [7:0] spo    
);
    reg [7:0] memory [0:15];
    initial begin
        memory[00] = 8'h51;  
        memory[01] = 8'h4E;  
        memory[02] = 8'h50;  
        memory[03] = 8'h4F;  
        memory[04] = 8'hE0;  
        memory[05] = 8'h1E;  
        memory[06] = 8'h2F;  
        memory[07] = 8'h4E;  
        memory[08] = 8'hE0;  
        memory[09] = 8'h1F;  
        memory[10] = 8'h2E;  
        memory[11] = 8'h70;  
        memory[12] = 8'h63;  
        memory[13] = 8'h00;
        memory[14] = 8'h00;
        memory[15] = 8'h00;
    end
    always @(negedge clk) begin
        if (write_enable) begin
            memory[a] <= d;
        end
        spo <= memory[a];
    end
endmodule
==> impl_metrics.toml <==
# generated from flow reports
[floorplan]
dieWidth_um = 132
die_h_um = 132
fp_util_pct = 30.7
num_rows = 47
die_area_mm2 = 0.0174
core_area_mm2 = 0.0165
ios = 22

[sta]
rsz0062_at_grt = "true"
hold_viol_final = 0
finalSetupViolations = 89
worst_pin_slew_ns = 0.721
finClkSkew_ns = 0.0177
whs_ns = 0.685
slew_headroom_pct = 51.8
slew_violations = 0
setup_slack_ns = -0.164
tns_ns = -4.30

[clock_tree]
clock-root-buffer = "clkbuf_16"
cts_max_level = 4
cts_sinks = 136
hold_buffers = 0
tritoncts = "built"
clockBufferDepth = 2
numCtsBuffers = 17
clk_pin_slew_ns = 0.03
insertion_delay_ns = 0.45

[routing]
top_layer_used = "met4"
wl_per_cell_um = 16.4
drc = 0
met2_length_mm = 5.84
wl_met1_mm = 4.38
wl_met3_mm = 1.07
viasPerCell = 4.38
ant_nets = 0
diodes = 0
firstDrtPassIters = 4
wl_mm = 11.4
via_count = 3043
drt_iter0_drc = 148

[run]
log.warning_count = 164
max_cap_viol_count = 0

[synthesis]
area_leaders = "edfxtp_1 76%, mux4_2 14%, dfxtp_1 3.2%"
yosys_warnings = 1
synth_cells = 231
ys_seq_elements = 136
ys_seq_share_pct = 79.0
largest_area_cell = "edfxtp_1"
ys_cells = 231
synth_cell_types = 19
yosys_area_mm2 = 0.00507
netlist_area_mm2 = 0.00507
syn_area_per_cell_um2 = 22.0
synth_top_area_share_pct = 75.8

[finish]
layout_top_cells = "139 x inv_1, 128 x edfxtp_1, 32 x mux4_2"
flop_area_mm2 = 0.00401
syn_to_final_growth_pct = 52.3
post-route-util_pct = 46.7
fin_cells = 694
layout-drive-gt1-share_pct = 38.6
mi_logic_area_mm2 = 0.00125
fillers = 1334
layout.cells.most_common = "inv_1"

[worst_setup_path]
startpoint_type = "flip-flop"
cp.arrival_ns = 2.00
crit_buf_inv = 1
cpPeakStageDelay_ns = 0.31
crit_path_top_delay_cell = "dfxtp_2"
critPathTopFamily = "flip-flops"
cp-end-kind = "output port"
cp_cell_sequence = "buf_2"
critPathRequiredTime_ns = 1.84
critPathKind = "reg -> out"
critPathMaxFanout = 1

[place]
dp_hpwl_mm = 6.92
io_buffers = 21
placed_cells = 507
gp_congestion = 0.825

[grt]
antenna_found_initial = 0
grt_max_degree = 17
grtUsageTotal_pct = 15.0
first_global_vias = 3612
overflow = 0
grt_pass1_wl_mm = 17.9

[pwr]
cellPowerDensity_mw_per_mm2 = 903
p_leak_nw = 3.15
vdd_drop_max_v = 0.000503
p_total_mw = 6.97

[outcome]
violations = "setup timing"
status = "complete, but fails checks"

[hold_path]
min_path_type = "reg -> reg"
## Yosys cell counts
cell type	n
edfxtp_1	128
mux4_2	32
a22oi_1	16
nor2_1	13
nand2_1	9
dfxtp_1	8
buf_1	4
nor3_1	4
buf_2	2
buf_6	2
clkbuf_1	2
nand2b_1	2
nand3b_1	2
nor2b_1	2
and2_1	1
clkbuf_2	1
inv_1	1
nand3_1	1
or3b_2	1
## path summary, 6_finish.rpt
kind	startpoint	endpoint	slack, ns	cells after the start
max	spo[2]$_DFF_N_	spo[2]	-0.16	1
max reg2reg	memory[0][7]$_DFFE_NP_	spo[7]$_DFF_N_	0.99	3
min	memory[15][2]$_DFFE_NP_	spo[2]$_DFF_N_	0.69	3
min reg2reg	memory[15][2]$_DFFE_NP_	spo[2]$_DFF_N_	0.69	3
## where the power goes
part / leakage (nW) / internal [mW] / switching (mW) / total [mW]
registers: 1.22 / 2.80 / 0.0180 / 2.81
logic: 0.891 / 0.225 / 0.198 / 0.423
clock network: 1.04 / 2.22 / 1.52 / 3.73
total: 3.15 / 5.24 / 1.73 / 6.97
## cell families after synthesis
logic type / after synthesis / synth area share [%]
flops: 136 / 79.0
simple gates: 35 / 3.21
mux: 32 / 14.2
compound gates: 16 / 2.37
buf+inv: 12 / 1.26
## sequential cells by signal, summed over array words and instances, names as in the netlist
signal  cells
memory    128
spo         8
## per-stage QoR
step | setup slack [ns] | instance area [um2]
final | -0.164 | 7720
after global routing | -0.198 | 7720
after CTS | -0.178 | 7720
after detailed placement | -1.06 | 6160
after global placement | -1.03 | 6160
after floorplan | -0.424 | 5290
## metal layers
layer | GRT usage [%] | vias to the layer above
li1 | - | 1437
met1 | 17.9 | 1485
met2 | 22.8 | 105
met3 | 9.66 | 16
met4 | 4.97 | 0
met5 | 0 | -
## worst register-to-register path, cell delays in order (launching register included)
cell,delay [ns]
edfxtp_1,0.36
mux4_2,0.51
a22oi_2,0.24
nand2_1,0.08
## area by class of cell
class / instances / area share [%]
flip-flops and latches: 136 / 51.9
multi-input cells: 83 / 16.2
repair buffers: 88 / 13.6
clock inverters: 150 / 9.22
clock buffers: 17 / 5.51
well taps: 220 / 3.57
## timing repair
| item | in CTS | in global routing |
|---|---|---|
| gates resized | 92 | 5 |
| buffers inserted | 21 | 1 |
| pin swaps | 29 | 11 |
| cloned | 2 | 0 |
| endpoints found under the setup margin | 144 | 97 |
Power and IR drop assume default switching activity.
