**design/flow/config.mk**
```make
export PLATFORM = sky130hd
export DESIGN_NAME = Message
export DESIGN_NICKNAME = Message
export VERILOG_FILES = /design/flow/design.v
export SDC_FILE = /design/flow/constraint.sdc
export NUM_CORES = 4
export LEC_CHECK = 1
export CORE_AREA = 10 10 84 84
export DIE_AREA = 0 0 94 94
```
**design/flow/constraint.sdc**
```tcl
current_design Message

set clk_period 3.6
set clk_io_pct 0.2

create_clock -name clk0 -period $clk_period [get_ports {clk}]

set non_clock_inputs [all_inputs -no_clocks]
set_input_delay [expr $clk_period * $clk_io_pct] -clock clk0 $non_clock_inputs
set_output_delay [expr $clk_period * $clk_io_pct] -clock clk0 [all_outputs]
```
**design/flow/design.v**
```verilog
module Message (
    input clk,
    input rst,
    input start,
    output reg done,
    output reg new_letter,
    output reg [7:0] char_out
);
    localparam MESSAGE_LEN = 9;
    reg [7:0] rom [0:MESSAGE_LEN-1];
    initial begin
        rom[0] = "S";
        rom[1] = "O";
        rom[2] = "S";
        rom[3] = "D";
        rom[4] = "E";
        rom[5] = "B";
        rom[6] = "O";
        rom[7] = "L";
        rom[8] = "O";
    end
    reg [4-1:0] index;
    reg [4:0] counter;
    reg active;
    always @(posedge clk or posedge rst) begin
        if (rst) begin
            index <= 0;
            counter <= 0;
            char_out <= 0;
            new_letter <= 0;
            done <= 0;
            active <= 0;
        end else begin
            if (start && !active) begin
                active <= 1;
                index <= 1;
                counter <= 0;
                new_letter <= 1;
                char_out <= rom[0];
                done <= 0;
            end else if (active) begin
                if (counter < 17) begin
                    counter <= counter + 1;
                    new_letter <= 0;
                end else begin
                    counter <= 0;
                    index <= index + 1;
                    if (index < MESSAGE_LEN) begin
                        char_out <= rom[index];
                        new_letter <= 1;
                    end else begin
                        done <= 1;
                        active <= 0;
                    end
                end
            end
        end
    end
endmodule
```
**design/flow/run.sh**
```bash
#!/bin/bash
# OpenROAD 26Q1-2900-gdf79404cd8, Yosys 0.63+post, stock flow scripts
make -C /OpenROAD-flow-scripts/flow DESIGN_CONFIG=/design/flow/config.mk WORK_HOME=/design/flow/orfs finish
```
==> flow_summary.json <==
{
  "status": "finished, final reports clean",
  "hold_buffers": 0,
  "grt_max_degree": 22,
  "wl_um": 2090,
  "worst_slack_ns": 1.73,
  "p_leak_uw": 0.000518,
  "htree_levels": 1,
  "synth-warning-count": 1,
  "place_congestion": 0.788,
  "antenna_found_initial": 0,
  "p_sw_frac": 0.373,
  "core_um2": 5200,
  "cp-end-kind": "register",
  "p_comb_frac": 0.418,
  "grt_usage": 0.0496,
  "final-setup-viol-count": 0,
  "required_ns": 3.74,
  "rsz0062_at_grt": "false",
  "worstSetupPathType": "in2reg",
  "timing.rr.end": "char_out[6]",
  "io_buffer_count": 10,
  "seq_area_frac_synth": 0.448,
  "cts_buffer_depth": 2,
  "cts_resized": 0,
  "cp-start-kind": "primary input",
  "power.share.sequential": 0.412,
  "fin_crit_ns": 1.87,
  "tns_ns": 0,
  "hold_violations": 0,
  "syn_inst": 99,
  "clockRootBuffer": "clkbuf_8",
  "path_delay_family": "buffers and inverters",
  "viasPerCell": 4.18,
  "yosys_cells": 99,
  "power.share.clock": 0.170,
  "power_density_nw_per_um2": 807,
  "synth_chip_area_um2": 1010,
  "dp_hpwl_um": 1480,
  "r2r_slack_ns": 1.85,
  "worstMarginPinSlew_ns": 0.698,
  "fp-row-count": 26,
  "drv_cap": 0,
  "timing.rr.start": "index[1]",
  "final_cells": 179,
  "cpPeakStageDelay_ns": 0.50,
  "fin_crit_sh": 0.518,
  "timing.critical_path.buf_inv": 1,
  "cts_tree": "yes",
  "syn_area_um2": 1010,
  "path_cells": "clkdlybuf4s50_1 -> nor2_1 -> a21oi_1 -> mux2_2",
  "die-area_um2": 8840,
  "antenna_cells": 0,
  "die_h_um": 94,
  "cp.arrival_ns": 2.01,
  "lay_top_cells": "dfrtp_1 (18), nand2_1 (11), clkdlybuf4s50_1 (10)",
  "warnings": 31,
  "p_int_uw": 620,
  "die_w_um": 94,
  "ant_nets": 0,
  "p_switching_uw": 369,
  "min_path_cells": 1,
  "grt_overflow": 0,
  "lay_top_count": "dfrtp_1",
  "drc_errors": 0,
  "drive_gt1_frac": 0.0734,
  "min_to": "char_out[6]",
  "hp-class": "reg2reg",
  "cts_setup_buffers": 0,
  "clock-sinks": 18,
  "drt_first_pass_iters": 4,
  "ir_drop_mv": 0.196,
  "slowest_stage": "clkdlybuf4s50_1",
  "max_freq_mhz": 536,
  "place_inst": 175,
  "fin_skew_ns": 0.00235,
  "grt_pass1_vias": 710,
  "syn_avg_cell_area_um2": 10.2,
  "reg2reg_depth": 5,
  "dp_slack_ns": 1.48,
  "worst-path-max-fanout": 7,
  "path_clk_slew_ns": 0.07,
  "num_vias": 748,
  "worstSkewPairLatency_ns": 0.25,
  "drt_iter0_markers": 33,
  "slew_viol_final": 0,
  "area.growth.synth_to_final_pct": 21.9,
  "initial_core_util": 0.193,
  "ioPinCount": 13,
  "synth_flops": 18,
  "min-delay-start": "char_out[6]",
  "grt_pass1_wl_um": 3570,
  "netlist-cell-type-count": 30,
  "avgRoutedWirePerCell_um": 11.7,
  "cts_buffers": 3,
  "slew-limit-headroom": 0.534
}
-- cells by family (layout without fill, tap and decap cells) --
group | after synthesis | in the layout | synth area share
other | 1 | 2 | 0.00373
buffers and inverters | 11 | 20 | 0.0485
muxes | 6 | 6 | 0.0609
AOI/OAI and AO/OA | 23 | 23 | 0.177
DFF | 18 | 18 | 0.448
adders and majority gates | 8 | 8 | 0.0995
and+or+nand+nor | 30 | 30 | 0.146
xor gates and xnor gates | 2 | 2 | 0.0174
-- Yosys cell counts, drive strengths merged --
cell,instances,area share
dfrtp,18,0.45
nand3,7,0.035
nor2,3,0.011
nor3,1,0.0050
nand2,11,0.041
o31ai,2,0.015
xor2,2,0.017
or3,2,0.012
o21ai,5,0.025
mux2i,5,0.050
o22ai,1,0.0062
o41a,1,0.011
a32o,2,0.020
a31oi,1,0.0062
o41ai,1,0.016
conb,1,0.0037
a21oi,3,0.015
inv,6,0.022
a211oi,1,0.0075
o32a,3,0.030
nand2b,1,0.0062
buf,2,0.015
or4b,1,0.010
o211ai,2,0.015
nor2b,3,0.019
mux2,1,0.011
o211a,1,0.010
clkbuf,3,0.011
ha,8,0.10
or2,1,0.0062
-- flip-flops by register name, summed over array words and instances (netlist names) --
signal,cells
char_out,6
counter,5
index,4
active,1
done,1
new_letter,1
-- worst max-delay path by stage --
stage	startpoint	endpoint	cells after the start
6_report	start	index[0]	4
5_1_grt	start	index[0]	4
4_1_cts	new_letter	new_letter	1
-- area by class of cell --
class | instances | area (um^2)
clock buffer | 4 | 55.1
fill | 566 | 3980
inverter | 6 | 22.5
multi-input combinational | 71 | 510
sequential | 18 | 450
tap | 70 | 87.6
timing repair buffer | 10 | 100
-- routing by layer --
metal  global-route usage  share of wire  up-vias
met1               0.0703           0.50      357
met5                    0              0        -
met3               0.0170          0.051        2
met2               0.0737           0.44       16
met4              0.00506          0.014        0
li1                     -              -      373
-- stage by stage --
stage	util	hold slack, ns	power (uW)	instance area, um^2
2_1_floorplan	-	0.413	674	1010
3_3_place_gp	0.225	0.457	826	1170
3_5_place_dp	0.225	0.460	828	1170
4_1_cts	0.236	0.481	1000	1230
5_1_grt	0.236	0.487	1090	1230
6_report	0.236	0.481	989	1230
-- power groups by stage --
| stage | registers, uW | logic (uW) | clock network (uW) |
|---|---|---|---|
| global route | 428 | 479 | 180 |
| finish | 408 | 414 | 168 |
| CTS | 408 | 422 | 174 |
Power and IR drop assume default switching activity.
